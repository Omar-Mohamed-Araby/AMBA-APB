## /design/flow/run.sh

```bash
#!/bin/bash
# OpenROAD 26Q1-2900-gdf79404cd8, Yosys 0.63+post, stock flow scripts
make -C /OpenROAD-flow-scripts/flow DESIGN_CONFIG=/design/flow/config.mk WORK_HOME=/design/flow/orfs finish
```

## /design/flow/config.mk

```make
export PLATFORM = sky130hd
export DESIGN_NAME = Top
export DESIGN_NICKNAME = Top
export VERILOG_FILES = /design/flow/design.v
export SDC_FILE = /design/flow/constraint.sdc
export NUM_CORES = 4
export LEC_CHECK = 1
export CORE_UTILIZATION = 50
```

## /design/flow/constraint.sdc

```tcl
current_design Top

set clk_period 8.8
set clk_io_pct 0.2

create_clock -name clk0 -period $clk_period [get_ports {PCLK}]

set non_clock_inputs [all_inputs -no_clocks]
set_input_delay [expr $clk_period * $clk_io_pct] -clock clk0 $non_clock_inputs
set_output_delay [expr $clk_period * $clk_io_pct] -clock clk0 [all_outputs]
```

## /design/flow/design.v

```verilog
module APB_BUS (PCLK,PRESETn,PADDR,PPROT,PSEL0,PSEL1,PENABLE,PWRITE,PWDATA,PSTRB,PREADY,PRDATA,PSLVERR,
MADDR,MWDATA,MSTRB,MWRITE,MREQ,MPROT,MSLVERR,MRDATA,MREADY);
    parameter ADDR_WIDTH = 32;
    parameter DATA_WIDTH = 32;
    parameter STROBE_WIDTH = DATA_WIDTH/8;
    parameter PROT_WIDTH = 3;
    parameter IDLE = 0;
    parameter SETUP = 1;
    parameter ACCESS = 2;
    input PCLK,PRESETn;
    input PREADY;
    input [PROT_WIDTH-1:0] MPROT;
    input [DATA_WIDTH-1:0] PRDATA;
    input PSLVERR;
    input [ADDR_WIDTH-1:0] MADDR;
    input MWRITE;
    input MREQ;
    input [DATA_WIDTH-1:0] MWDATA;
    input [STROBE_WIDTH-1:0] MSTRB;
    output reg [ADDR_WIDTH-1:0] PADDR;
    output reg PSEL0,PSEL1;
    output reg [PROT_WIDTH-1:0] PPROT;
    output reg PWRITE;
    output reg [DATA_WIDTH-1:0] PWDATA;
    output reg [STROBE_WIDTH-1:0] PSTRB;
    output reg PENABLE;
    output reg MSLVERR;
    output reg [DATA_WIDTH-1:0] MRDATA;
    output  MREADY;
    reg [1:0] current_state,next_state;
    assign MREADY = PREADY;
    always @(posedge PCLK) begin
        if(!PRESETn)
            current_state <= IDLE;
        else
            current_state <= next_state;
    end
    always @(*) begin
        case (current_state)
            IDLE:begin 
                PENABLE = 0;
                PSEL0 = 0;
                PSEL1 = 0;
                PADDR = 0;
                PWRITE = 0;
                PWDATA = 0;
                PSTRB = 0;
                PPROT = 0;
                if (MREQ)
                    next_state = SETUP;
                else 
                    next_state = IDLE;
            end
            SETUP:begin
                PENABLE = 0;
                PADDR = MADDR;
                PWRITE = MWRITE;
                PWDATA = MWDATA;
                PSTRB = MSTRB;
                PPROT = MPROT;
                if (MADDR >= 32'h0000_0000 && MADDR <= 32'h0000_001F) begin
                PSEL0 = 1'b1;
                PSEL1 = 1'b0;
                end else if (MADDR >= 32'h0000_0020 && MADDR <= 32'h0000_003F) begin
                PSEL0 = 1'b0;
                PSEL1 = 1'b1;
                end else begin
                PSEL0 = 1'b0;
                PSEL1 = 1'b0;
                end
                next_state = ACCESS;
            end
            ACCESS:begin
                PENABLE = 1;
                if (PREADY) begin
                    if (MREQ) 
                        next_state = SETUP;
                    else
                        next_state = IDLE;
                    MSLVERR = PSLVERR;
                end
                else 
                    next_state = ACCESS;
            end
            default: begin
                PENABLE = 0;
                PADDR = 0;
                PWRITE = 0;
                PWDATA = 0;
                PSTRB = 0;
                PPROT = 0;
                PSEL0 = 0;
                PSEL1 = 0;
                next_state = IDLE;
            end
        endcase
    end
   always @(posedge PCLK) begin
        if(!PRESETn)
                MRDATA <= 0;
        else begin
                MRDATA <= PRDATA;
        end
    end
endmodule
module MEM #(
    parameter ADDR_WIDTH = 32,
    parameter DATA_WIDTH = 32,
    parameter MEM_DEPTH  = 64
)(
    input                      clk,
    input                      reset_n,
    input  [ADDR_WIDTH-1:0]    address,
    input                      en,
    input                      wr_rd,          
    input  [DATA_WIDTH-1:0]    write_data,
    output reg [DATA_WIDTH-1:0] read_data,
    output                     data_ready
);
    reg [DATA_WIDTH-1:0] mem_array [0:MEM_DEPTH-1];
    reg rdy;
    assign data_ready = en ? (wr_rd ? en : rdy) : 1'b0;
    always @(posedge clk) begin
        if (!reset_n) begin
            read_data <= {DATA_WIDTH{1'b0}};
            rdy <= 1'b0;
        end else if (en) begin
            if (wr_rd) begin
                mem_array[address] <= write_data;  
                rdy <= 1'b0;
            end else begin
                read_data <= mem_array[address];   
                rdy <= 1'b1;
            end
        end else begin
            rdy <= 1'b0;
        end
    end
endmodule
module SLAVE_WRAPPER (PCLK,PRESETn,PADDR,PPROT,PSEL0,PENABLE,PWRITE,PWDATA,PSTRB,PREADY,PRDATA,PSLVERR,LPSEL);
    parameter ADDR_WIDTH = 32;
    parameter DATA_WIDTH = 32;
    parameter STROBE_WIDTH = DATA_WIDTH/8;
    parameter PROT_WIDTH = 3;
    parameter MEM_DEPTH = 32;
    input PCLK,PRESETn;
    input PSEL0;
    input PENABLE;
    input PWRITE;
    input [PROT_WIDTH-1:0] PPROT;
    input [ADDR_WIDTH-1:0] PADDR;
    input [DATA_WIDTH-1:0] PWDATA;
    input [STROBE_WIDTH-1:0] PSTRB;
    output PREADY;
    output PSLVERR;
    output [DATA_WIDTH-1:0] PRDATA;
    output reg LPSEL;
    MEM mem_inst (PCLK, PRESETn, PADDR, (PSEL0 && PENABLE), 
    PWRITE, (PWDATA & {{8{PSTRB[3]}},{8{PSTRB[2]}},{8{PSTRB[1]}},{8{PSTRB[0]}}}), PRDATA, PREADY);
    assign PSLVERR = 0; 
    always @(posedge PCLK) begin
        if (!PRESETn) begin
            LPSEL <= 0;
        end
        else if (PSEL0 && PENABLE) begin
            if (PWRITE) begin
                LPSEL <= 0;  
            end
            else begin
                LPSEL <= PSEL0;  
            end
        end
    end
endmodule
module Top (PCLK,PRESETn,MADDR,MWDATA,MSTRB,MWRITE,MREQ,MPROT,MSLVERR,MRDATA,MREADY);
    parameter ADDR_WIDTH = 32;
    parameter DATA_WIDTH = 32;
    parameter STROBE_WIDTH = DATA_WIDTH/8;
    parameter PROT_WIDTH = 3;
    input PCLK,PRESETn;
    input [PROT_WIDTH-1:0] MPROT;
    input [ADDR_WIDTH-1:0] MADDR;
    input MWRITE;
    input MREQ;
    input [DATA_WIDTH-1:0] MWDATA;
    input [STROBE_WIDTH-1:0] MSTRB;
    output MSLVERR;
    output [DATA_WIDTH-1:0] MRDATA;
    output MREADY;
    wire [ADDR_WIDTH-1:0] PADDR;
    wire PSEL0,PSEL1;
    wire [PROT_WIDTH-1:0] PPROT;
    wire PWRITE;
    wire [DATA_WIDTH-1:0] PWDATA;
    wire [STROBE_WIDTH-1:0] PSTRB;
    wire PENABLE;
    wire PREADY;
    wire PSLVERR;
    wire [DATA_WIDTH-1:0] PRDATA;
    wire PREADY0,PREADY1;
    wire [DATA_WIDTH-1:0] PRDATA0,PRDATA1;
    wire PSLVERR0,PSLVERR1;
    wire LPSEL0 ,LPSEL1;
    assign PREADY  = (PSEL0) ? PREADY0  : (PSEL1) ? PREADY1  : 1'b0;
    assign PRDATA  = (LPSEL0) ? PRDATA0  : (LPSEL1) ? PRDATA1  : 'b0;
    assign PSLVERR = (LPSEL0) ? PSLVERR0 : (LPSEL1) ? PSLVERR1 : 1'b0;
    APB_BUS APB (PCLK,PRESETn,PADDR,PPROT,PSEL0,PSEL1,PENABLE,PWRITE,PWDATA,PSTRB,PREADY,PRDATA,PSLVERR,
    MADDR,MWDATA,MSTRB,MWRITE,MREQ,MPROT,MSLVERR,MRDATA,MREADY);
   SLAVE_WRAPPER slave1 (PCLK,PRESETn,PADDR,PPROT,PSEL0,PENABLE,PWRITE,PWDATA,PSTRB,PREADY0,PRDATA0,PSLVERR0,LPSEL0);
   SLAVE_WRAPPER slave2 (PCLK,PRESETn,PADDR,PPROT,PSEL1,PENABLE,PWRITE,PWDATA,PSTRB,PREADY1,PRDATA1,PSLVERR1,LPSEL1);
endmodule
```

==> results.txt <==
Results of the full flow below.

Routing:
- After detailed routing, the total wire length is 499 mm.
- The run puts the ratio of routed vias to standard cells at 6.42.
- The routed layout has 86,961 vias.
- The run gives the tally of nets with antenna violations remaining after routing as 0.
- TritonRoute output was used to compute an average wire per cell of 36.8 µm.
- The run puts the number of DRC violations after detailed-routing iteration 0 at 6,029.
- The run puts the number of iterations in the first detailed-routing pass at 6.
- The run gives the remaining design rule violation count as 0.

Yosys:
- In this run the mean area of a mapped cell was 18.9 µm².
- By area the synthesized netlist is led by sky130_fd_sc_hd__edfxtp_1, sky130_fd_sc_hd__mux4_2, sky130_fd_sc_hd__mux2i_1.
- Yosys stat counts 8,531 cells in the synthesized netlist.
- The run gives the number of flops mapped to enable cells by yosys as 4,096.
- The run puts the fraction of post-synthesis cell area in the top cell type by area at 76.4%.
- Post-synth the commonest register cell is sky130_fd_sc_hd__edfxtp_1.
- During synthesis, Yosys emitted a total of 3 warnings.
- The stat command in Yosys gives a chip area of 0.161 mm².
- The largest total area in the synthesized netlist belongs to sky130_fd_sc_hd__edfxtp_1.
- The netlist uses 75 different library cells.
- The synthesized design contains 4,244 register bits.
- The run puts the async set-reset flop share out of synthesis at 0%.
- Per the post-synthesis report, the number of cells in the design is 8,531.
- The run gives the area of the mapped netlist as 0.161 mm².

Clock network:
- On the reported timing paths, the clock transition at the registers reads 60 ps.
- The run gives the cts-stage hold buffer count as 0.
- The run puts the later-pin clock latency in the skew report at 1000 ps.
- The number of gates resized after CTS was 0.
- TritonCTS built the clock tree.
- The run puts the largest buffer count on any clock path at 4.
- The run puts the number of CTS-inserted buffers at 423.
- The run gives the cell at the root of the clock tree as sky130_fd_sc_hd__clkbuf_16.
- The run gives the post-CTS repair timing setup buffer count as 0.
- The run gives the number of levels in the clock H-tree as 5.

Worst setup path:
- Counting both buffers and inverters, the worst setup path holds a total of 2.
- For the worst reg-to-reg path, the startpoint reported by OpenROAD is APB.current_state[1].
- STA classifies the critical path startpoint as a flip-flop.
- The run puts the top fanout value on the critical path at 49.
- The run gives the origin of the worst setup path as APB.current_state[1].
- The run gives the arrival time of data at the critical path endpoint as 2900 ps.
- In this design, the largest share of critical-path delay is due to buffers and inverters.
- For reference, the critical path cell chain is buf_4 -> o221a_2 -> clkdlybuf4s50_1.
- The run puts the largest incremental delay on the critical path at 540 ps.
- The slowest stage of the critical path is the sky130_fd_sc_hd__o221a_2 cell.
- The run gives the start-to-end type of the worst setup path as flip-flop to output pin.
- The OpenROAD report gives the critical path a required time of 7040 ps.
- The run gives the nature of the critical path endpoint as an output pin.

Final timing:
- The run gives the slew of the pin with the lowest slew margin as 1160 ps.
- The run gives the count of final hold-check violations as 0.
- The routed design could run at a clock period as short as 4660 ps.
- The run gives the maximum clock frequency as 215 MHz.
- Setup repair after global routing left no endpoint under its margin.
- The run gives the final setup violation count as 0.
- In the finished design, the share of the clock period the worst path needs comes to 53.0%.
- The run puts the total negative slack for setup checks at 0 ps.
- The run gives the relative slew slack as 20.6%.
- The run puts the count of endpoints without a timing constraint at 4,141.
- The final max-slew violation count recorded for this run is 0.
- The run gives the final setup skew as 61.2 ps.
- The timer found 45 register pins that no clock reaches; their paths are not timed.

Pwr:
- The run puts the internal cell power at 32.0 mW.
- Looking at the power breakdown, combinational cells take 0.5% of the total.
- The share of total power dissipated in sequential elements is 54.6%.
- The run gives the switching power as 7.61 mW.
- The run gives the power share of the clock group as 44.9%.
- The run puts the switching share of power at 19.2%.
- The run gives the leakage power total as 65.6 nW.
- The run gives the worst-case vdd ir drop as 0.185 mV.
- Dividing total power by cell area gives a power density of 217 mW/mm².

Global routing:
- The run puts the total global routing overflow at 0.
- The number of global-route vias before repair was 90,855.
- The run puts the initial antenna violation count at 24.
- The run gives the largest net degree at the start of global routing as 110.
- Global routing used 35.0% of the available tracks across all layers.
- The run gives the global-route wire length before repair as 693 mm.

Die:
- The run puts the number of standard-cell rows in the floorplan at 207.
- The run puts the area of the die at 0.324 mm².
- The run gives the total core area as 0.319 mm².
- The run gives the die span in y as 569 µm.
- The run gives the number of primary I/O pins as 109.
- The run puts the horizontal die dimension at 569 µm.
- The run puts the core utilization at floorplan at 50.4%.

Outcome:
- The run finished with clean final reports.

Layout:
- The run puts the layout cell share with drive strength beyond 1 at 18.7%.
- The run puts the register cell area after layout at 0.126 mm².
- The run gives the growth of design area from synthesis to finish as 13.3%.
- The layout has 23,039 filler cells.
- The finished cells cover 0.182 mm².
- The run puts the area of combinational cells with multiple inputs at 0.0331 mm².

Place:
- The run gives the port buffer count as 104.
- Detailed placement finished with a half-perimeter wire length of 296 mm.
- The run puts the total cell area at the placement stage at 0.169 mm².
- The placement summary gives the final routability congestion estimate as 1.00.

Min path:
- STA reports the tightest min-delay check as being of type flip-flop to flip-flop.
- In this run the most critical hold path is launched from slave2.LPSEL.

Job:
- The run puts the max-cap check violation count at 0.
- The run gives the count of tool warnings as 38.
## per-layer routing
layer / track usage (%) / wire length (µm) / vias to the layer above
li1: - / - / 36308
met1: 40.8 / 147000 / 43492
met2: 46.6 / 220000 / 6029
met3: 30.6 / 102000 / 1067
met4: 14.2 / 28000 / 65
met5: 5.64 / 2800 / -
## synth_stat cells (18+ instances only)
| master | instances |
|---|---|
| sky130_fd_sc_hd__a211oi_1 | 31 |
| sky130_fd_sc_hd__a21oi_1 | 151 |
| sky130_fd_sc_hd__a221oi_1 | 629 |
| sky130_fd_sc_hd__a22o_1 | 33 |
| sky130_fd_sc_hd__a22oi_1 | 267 |
| sky130_fd_sc_hd__a31oi_1 | 63 |
| sky130_fd_sc_hd__and2_1 | 83 |
| sky130_fd_sc_hd__buf_1 | 31 |
| sky130_fd_sc_hd__buf_2 | 233 |
| sky130_fd_sc_hd__buf_4 | 82 |
| sky130_fd_sc_hd__buf_6 | 49 |
| sky130_fd_sc_hd__clkbuf_1 | 190 |
| sky130_fd_sc_hd__dfxtp_1 | 103 |
| sky130_fd_sc_hd__dlxtn_1 | 45 |
| sky130_fd_sc_hd__edfxtp_1 | 4096 |
| sky130_fd_sc_hd__mux2_2 | 135 |
| sky130_fd_sc_hd__mux2i_1 | 578 |
| sky130_fd_sc_hd__mux4_2 | 333 |
| sky130_fd_sc_hd__nand2_1 | 217 |
| sky130_fd_sc_hd__nand3_1 | 40 |
| sky130_fd_sc_hd__nor2_1 | 364 |
| sky130_fd_sc_hd__nor2b_1 | 42 |
| sky130_fd_sc_hd__nor3_1 | 18 |
| sky130_fd_sc_hd__o21a_1 | 18 |
| sky130_fd_sc_hd__o21ai_0 | 240 |
| sky130_fd_sc_hd__o22a_1 | 24 |
| sky130_fd_sc_hd__o22ai_1 | 227 |
## flip-flops by register name (all words and copies together), names as in the netlist, 3 cells and up
| register | flops |
|---|---|
| APB.MRDATA | 32 |
| slave2.mem_inst.mem_array | 2048 |
| slave2.mem_inst.read_data | 32 |
| APB.PWDATA | 32 |
| slave1.mem_inst.mem_array | 2048 |
| APB.current_state | 3 |
| APB.PADDR | 6 |
| APB.PSTRB | 4 |
| slave1.mem_inst.read_data | 32 |
## area by class of cell
type,count,share of cell area [%]
flip-flops and latches,4244,68.9
multi-input cells,3690,18.2
clock buffers,537,6.20
well taps,4284,2.94
repair buffers,534,2.37
clock inverters,248,1.34
inverters,5,0.0213
diodes,9,0.0123
## power groups by stage
stage / logic, mW / registers [mW] / clock network (mW)
CTS: 0.186 / 21.6 / 18.0
global route: 0.197 / 21.6 / 18.8
finish: 0.188 / 21.6 / 17.8
## kinds of logic after synthesis
| family | Yosys count | share of synthesized area, % |
|---|---|---|
| flip-flops | 4199 | 77.7 |
| AND-OR/OR-AND | 1814 | 8.32 |
| multiplexers | 1047 | 9.21 |
| AND/OR/NAND/NOR | 828 | 2.31 |
| buffers and inverters | 597 | 2.05 |
| latches | 45 | 0.420 |
| other | 1 | 0.00233 |
## path summary, 6_finish.rpt
kind                                                           to  slack [ps]  cells past startpoint
worst max-delay path                                       MREADY        4140                      3
worst min-delay path                                 slave2.LPSEL         480                      2
worst max register to register  slave1.mem_inst.mem_array[42][15]        5080                      7
worst min register to register                       slave2.LPSEL         480                      2
## worst min-delay path, delay by kind of cell, from the launching register on
family,cells,cell delay (ps)
DFF,1,310
and+or+nand+nor,1,50
AOI/OAI and AO/OA,1,70
## per-stage QoR
step	hold WS [ps]	std cells	total power, mW	setup slack [ps]	util (%)
6_report	479	13551	39.6	4140	57.2
3_5_place_dp	465	12757	22.2	4190	52.8
2_1_floorplan	438	8531	22.1	4630	-
5_1_grt	524	13545	40.6	4090	57.2
4_1_cts	477	13542	39.8	4100	57.2
3_3_place_gp	458	12757	22.2	4110	52.8
## cell usage in the layout, fill, tap and decap left out, types with 34 or more instances in the layout
cell and n:
sky130_fd_sc_hd__edfxtp_1 4096, sky130_fd_sc_hd__a221oi_1 629, sky130_fd_sc_hd__mux2i_1 578, sky130_fd_sc_hd__clkbuf_16 429, sky130_fd_sc_hd__buf_4 426, sky130_fd_sc_hd__mux4_2 333, sky130_fd_sc_hd__a22oi_1 267, sky130_fd_sc_hd__o21ai_0 237
sky130_fd_sc_hd__nor2_1 230, sky130_fd_sc_hd__o22ai_1 227, sky130_fd_sc_hd__nand2_1 208, sky130_fd_sc_hd__a21oi_1 151, sky130_fd_sc_hd__mux2_2 135, sky130_fd_sc_hd__nor2_4 134, sky130_fd_sc_hd__clkdlybuf4s50_1 103, sky130_fd_sc_hd__dfxtp_1 101
sky130_fd_sc_hd__clkinv_1 95, sky130_fd_sc_hd__clkbuf_1 92, sky130_fd_sc_hd__clkinv_2 71, sky130_fd_sc_hd__a31oi_1 63, sky130_fd_sc_hd__and2_1 46, sky130_fd_sc_hd__dlxtn_1 41, sky130_fd_sc_hd__bufinv_16 41, sky130_fd_sc_hd__nand3_1 40
sky130_fd_sc_hd__and2_4 35, sky130_fd_sc_hd__nor2b_1 34
No activity file was given, so power comes from the tool's default toggle rates.
